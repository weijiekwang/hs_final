$ cat ./design.v
module buffer_slots (
    input  wire        clk,
    input  wire        reset,
    input  wire [31:0] inputs,
    input  wire        stall,
    output reg  [31:0] outputs,
    output wire        to_stall_mgmt
);
    reg [31:0] main_slot;
    reg [31:0] overflow_slot;
    reg        overflow_valid;
    assign to_stall_mgmt = overflow_valid;
    always @(posedge clk or posedge reset) begin
        if (reset) begin
            main_slot <= 32'b0;
            overflow_slot <= 32'b0;
            overflow_valid <= 1'b0;
            outputs <= 32'b0;
        end
        else begin
            if (stall) begin
                overflow_slot <= inputs;
                overflow_valid <= 1'b1;
            end
            else begin
                if (overflow_valid) begin
                    main_slot <= overflow_slot;
                    outputs <= overflow_slot;
                    overflow_slot <= 32'b0;
                    overflow_valid <= 1'b0;
                end
                else begin
                    main_slot <= inputs;
                    outputs <= inputs;
                end
            end
        end
    end
endmodule
module flush_mgmt (
    input  wire clk,
    input  wire reset,
    input  wire flush_mgmt_input,
    output reg  flush_mgmt_output
);
    reg flush_delay;
    always @(posedge clk or posedge reset) begin
        if (reset) begin
            flush_mgmt_output <= 1'b0;
            flush_delay <= 1'b0;
        end
        else begin
            flush_delay <= flush_mgmt_input;
            flush_mgmt_output <= flush_delay;
            if (reset) begin
                flush_mgmt_output <= 1'b1;
            end
        end
    end
endmodule
module pipeline_top (
    input  wire         clk,
    input  wire         reset,
    input  wire [31:0]  inputs,
    input  wire         in_valid,
    input  wire         flush,
    output wire [31:0]  outputs,
    output wire         out_valid,
    output wire         arbiter_req,
    input  wire         arbiter_grant,
    output wire [31:0]  resource_input,
    input  wire [31:0]  resource_output
);
    wire [31:0] pipeline_unit_outputs;
    wire stall_signal;
    wire to_stall_mgmt_signal;
    wire _in_valid, _out_valid;
    assign _in_valid = in_valid && !stall_signal;
    assign out_valid = _out_valid && !stall_signal;
    assign arbiter_req = _out_valid;
    assign resource_input = pipeline_unit_outputs;
    pipeline_unit pipeline_unit_inst (
        .clk      (clk),
        .reset    (reset),
        .inputs   (inputs),
        .in_valid (_in_valid),
        .flush    (flush),
        .outputs  (pipeline_unit_outputs),
        .out_valid(_out_valid)
    );
    buffer_slots buffer_slots_inst (
        .clk           (clk),
        .reset         (reset),
        .inputs        (pipeline_unit_outputs),
        .stall         (stall_signal),
        .outputs       (outputs),
        .to_stall_mgmt (to_stall_mgmt_signal)
    );
    stall_mgmt stall_mgmt_inst (
        .clk           (clk),
        .reset         (reset),
        .stall_input   (!arbiter_grant && arbiter_req),
        .to_stall_mgmt (to_stall_mgmt_signal),
        .stall_output  (stall_signal)
    );
    flush_mgmt flush_mgmt_inst (
        .clk               (clk),
        .reset             (reset),
        .flush_mgmt_input  (flush),
        .flush_mgmt_output ()  
    );
endmodule
module pipeline_unit (
    input  wire         clk,
    input  wire         reset,
    input  wire [31:0]  inputs,
    input  wire         in_valid,
    input  wire         flush,
    output wire [31:0]  outputs, 
    output wire         out_valid
);
    reg [31:0] stage1_data;
    reg        stage1_valid;
    reg [31:0] stage2_data;
    reg        stage2_valid;
    reg [31:0] stage3_data;
    reg        stage3_valid;
    assign outputs = stage3_data;
    assign out_valid = stage3_valid && !flush;
    always @(posedge clk or posedge reset) begin
        if (reset) begin
            stage1_data <= 32'b0;
            stage1_valid <= 1'b0;
            stage2_data <= 32'b0;
            stage2_valid <= 1'b0;
            stage3_data <= 32'b0;
            stage3_valid <= 1'b0;
        end
        else begin
            if (flush) begin
                stage3_data <= 32'b0;
                stage3_valid <= 1'b0;
            end
            else begin
                stage3_data <= stage2_data;
                stage3_valid <= stage2_valid;
            end
            if (flush) begin
                stage2_data <= 32'b0;
                stage2_valid <= 1'b0;
            end
            else begin
                stage2_data <= stage1_data;
                stage2_valid <= stage1_valid;
            end
            if (flush) begin
                stage1_data <= 32'b0;
                stage1_valid <= 1'b0;
            end
            else begin
                stage1_data <= in_valid ? inputs : 32'b0;
                stage1_valid <= in_valid;
            end
        end
    end
endmodule
module stall_mgmt (
    input  wire clk,
    input  wire reset,
    input  wire stall_input,     
    input  wire to_stall_mgmt,   
    output reg  stall_output     
);
    parameter GLOBAL_STALL = 1'b1;  
    reg stall_delay;  
    always @(posedge clk or posedge reset) begin
        if (reset) begin
            stall_output <= 1'b0;
            stall_delay <= 1'b0;
        end
        else begin
            if (GLOBAL_STALL) begin
                stall_output <= stall_input | to_stall_mgmt;
            end
            else begin
                stall_delay <= stall_input | to_stall_mgmt;
                stall_output <= stall_delay;
            end
        end
    end
endmodule
$ cat ./run.sh
#!/bin/bash
# OpenROAD 26Q1-2900-gdf79404cd8, Yosys 0.63+post, stock flow scripts
make -C /OpenROAD-flow-scripts/flow DESIGN_CONFIG=/design/flow/config.mk WORK_HOME=/design/flow/orfs finish
$ cat ./config.mk
export PLATFORM = sky130hd
export DESIGN_NAME = pipeline_top
export DESIGN_NICKNAME = pipeline_top
export VERILOG_FILES = /design/flow/design.v
export SDC_FILE = /design/flow/constraint.sdc
export NUM_CORES = 4
export LEC_CHECK = 1
export CORE_UTILIZATION = 30
$ cat ./constraint.sdc
current_design pipeline_top

set clk_period 6.0
set clk_io_pct 0.2

create_clock -name clk0 -period $clk_period [get_ports {clk}]

set non_clock_inputs [all_inputs -no_clocks]
set_input_delay [expr $clk_period * $clk_io_pct] -clock clk0 $non_clock_inputs
set_output_delay [expr $clk_period * $clk_io_pct] -clock clk0 [all_outputs]
==> flow_summary.ini <==
; generated from flow reports
[grt]
overflow = 0
track_usage_pct = 11.4
grt_start_max_net_pins = 90
antenna_found_initial = 0
grt_first_pass_wirelength_um = 17400
grt_pass1_vias = 3358

[floorplan]
fp.dieW_um = 141
dieArea_um2 = 20000
core_area_um2 = 18900
die_h_um = 141
ios = 135
fp-utilization_pct = 30.8
fp-row-count = 50

[clock_tree]
cts_made_buffers = 17
clk_latency_ns = 0.41
cts_setup_buffers = 0
clockBufferDepth = 2
cts_tree = built
cts.reportedPaths.clkPinSlew_ns = 0.06
cts_num_sinks = 165
clock_tree.root_cell = clkbuf_16
hold_buffers = 0
ctsResizeCount = 0
htreeDepth = 4

[drt]
via_per_inst = 4.26
routed_wl_um = 10500
wl_per_cell_um = 13.1
drtIter0Drc = 148
antenna_cells = 0
drc_errors = 0
ant_nets = 0
firstDrtPassIters = 4
dr_total_vias = 3404

[logic_synthesis]
ys_cells = 428
synth-seq-cells = 165
yosys_warnings = 4
synth_area_um2 = 5830
ys_chip_area_um2 = 5830
syn_avg_cell_area_um2 = 13.6
ys_types = 17
synth_seq_share_pct = 70.9
syn_inst = 428

[timing]
fin_crit_ns = 3.66
hold_viol = 0
slew_headroom_pct = 51.7
grt_setup_unrepaired = false
setup_violations = 0
timing.setup.tns_ns = 0
worst_pin_slew_ns = 0.725
max_freq_mhz = 273
slew_violations = 0
finalCritPeriodShare_pct = 61.0
finClkSkew_ns = 0.00646

[place]
place_congestion = 0.732
place_inst = 768
dp_hpwl_um = 6320
port_buffers = 102

[cells_and_area]
finalNonFillerCells = 800
syn_to_final_growth_pct = 32.7
drive_above_1_share_pct = 8.15

[worst_setup_path]
critPathMaxFanout = 69
worstPathRequired_ns = 4.80
arrival_ns = 2.46
cp-end-kind = primary output
cp-start-kind = primary input
crit_type = in -> out

[status]
status = finished clean

[hold_path]
min_path_type = reg -> reg

[power_and_ir_drop]
p_leak_nw = 3.53
powerDensity_nw_per_um2 = 321
peakVddDrop_v = 0.000225

[run]
drv_cap = 0
openroad.warnings = 57
[flip-flops by register name, summed over array words and instances (netlist names)]
signal and count:
buffer_slots_inst.overflow_slot 32, buffer_slots_inst.overflow_valid 1, pipeline_unit_inst.stage2_valid 1, pipeline_unit_inst.stage1_data 32, pipeline_unit_inst.stage3_data 32, pipeline_unit_inst.stage1_valid 1, pipeline_unit_inst.stage3_valid 1, buffer_slots_inst.outputs 32
stall_mgmt_inst.stall_output 1, pipeline_unit_inst.stage2_data 32
[cells in the final DEF (no fill, tap or decap), drive strengths merged]
master         netlist  final
a21o                 1      1
a22o                31     31
and2                32     32
and2b                2      2
buf                 18      7
bufinv               0      3
clkbuf              10     21
clkdlybuf4s50        0    101
clkinv               0      5
clkinvlp             0      3
dfrtp              165    165
inv                  2      2
mux2i               32     32
nand2               33     33
nand2b               1      1
nor2                 1      1
nor2b               65     65
nor3b                2      2
o21ai               33     33
[path summary, 6_finish.rpt]
| path | startpoint | to | slack, ns | cells past startpoint |
|---|---|---|---|---|
| setup reg to reg | stall_mgmt_inst.stall_output | buffer_slots_inst.overflow_slot[17] | 3.86 | 4 |
| min in group asynchronous | reset | pipeline_unit_inst.stage1_data[0] | 1.26 | 2 |
| max in group asynchronous | reset | buffer_slots_inst.overflow_valid | 3.77 | 3 |
| setup / recovery | flush | arbiter_req | 2.34 | 4 |
| hold / removal | pipeline_unit_inst.stage2_data[0] | pipeline_unit_inst.stage3_data[0] | 0.45 | 1 |
| hold reg to reg | pipeline_unit_inst.stage2_data[0] | pipeline_unit_inst.stage3_data[0] | 0.45 | 1 |
[Yosys cell counts, drive strengths merged]
cell | count | area, um^2
dfrtp | 165 | 4130
nor2b | 65 | 407
nand2 | 33 | 124
o21ai | 33 | 165
and2 | 32 | 200
mux2i | 32 | 320
a22o | 31 | 272
buf | 18 | 105
clkbuf | 10 | 37.5
and2b | 2 | 15.0
inv | 2 | 7.51
nor3b | 2 | 26.3
a21o | 1 | 7.51
nand2b | 1 | 6.26
nor2 | 1 | 3.75
[power breakdown]
part	switching, mW	internal (mW)
clock	0.420	0.699
sequential	0.0301	1.15
combinational	0.102	0.0820
[area by class of cell]
class,count,area (um^2)
fill,1749,11200
sequential,165,4130
multi-input combinational,233,1550
timing repair buffer,108,1070
clock buffer,21,480
tap,260,325
clock inverter,11,149
inverter,2,12.5
[logic make-up after synthesis]
logic type / synth area share, %
and+or+nand+nor: 13.4
muxes: 5.50
buffers and inverters: 2.58
AOI/OAI and AO/OA: 7.62
DFF: 70.9
[per-stage QoR]
step / power (mW) / area (um^2) / hold slack, ns / utilization (%) / setup WS, ns
3_5_place_dp: 1.39 / 7100 / 0.444 / 37.6 / 2.30
6_report: 2.48 / 7730 / 0.451 / 40.9 / 2.34
2_1_floorplan: 1.31 / 5830 / 0.355 / - / 0.338
4_1_cts: 2.53 / 7730 / 0.452 / 40.9 / 2.30
3_3_place_gp: 1.39 / 7100 / 0.440 / 37.6 / 2.32
5_1_grt: 2.59 / 7730 / 0.466 / 40.9 / 2.22
[per-layer routing]
metal / track usage, % / wire length (um) / vias up
li1: - / - / 1611
met2: 16.7 / 4700 / 87
met1: 17.6 / 5020 / 1698
met4: 1.26 / 107 / 0
met5: 0 / 0 / -
met3: 4.02 / 685 / 8
[worst max-delay path, cell delays in order]
cell             delay, ns
buf_2                 0.08
buf_4                 0.57
nor2b_1               0.15
clkdlybuf4s50_1       0.44
Power is estimated from default activity; no workload was simulated.
